**design/flow/config.mk**
```make
export PLATFORM = sky130hd
export DESIGN_NAME = TopDesign
export DESIGN_NICKNAME = TopDesign
export VERILOG_FILES = /design/flow/design.v
export SDC_FILE = /design/flow/constraint.sdc
export NUM_CORES = 4
export LEC_CHECK = 1
export CORE_UTILIZATION = 40
export SYNTH_HDL_FRONTEND = slang
```
**design/flow/constraint.sdc**
```tcl
current_design TopDesign

set clk_period 4.7
set clk_io_pct 0.2

create_clock -name clk0 -period $clk_period [get_ports {clk}]

set non_clock_inputs [all_inputs -no_clocks]
set_input_delay [expr $clk_period * $clk_io_pct] -clock clk0 $non_clock_inputs
set_output_delay [expr $clk_period * $clk_io_pct] -clock clk0 [all_outputs]
```
**design/flow/design.v**
```verilog
module ALU(       
input logic [7:0] a, 
input logic [7:0] b,
input logic [2:0] aluControl,     
output logic [7:0] aluResult);
always_comb 
 begin   
      case(aluControl)  
      3'b000: aluResult = 0;
      3'b001: aluResult = 0;
      3'b010: aluResult = a + b; 
      3'b101: aluResult = ~(a ^ b);  
      3'b111: aluResult = 0;
      default: aluResult = 0;
      endcase  
 end  
 endmodule  
module Controller(
    input logic reset,
    input logic [2:0] operationCode,
    output logic stop, add, branch, registerWriteEnable, memoryWriteEnable,
    output logic [2:0] aluControl);
    always_comb
    begin
        if( reset) 
        begin
            add = 0;
            branch = 0;
            stop = 0;
            memoryWriteEnable = 0;
            registerWriteEnable = 0;
            aluControl = 3'b000;
        end
        else begin
        case(operationCode)
            3'b000:  
            begin 
                add = 0;
                branch = 0;
                stop = 0;
                memoryWriteEnable = 1;
                registerWriteEnable = 0;
                aluControl = 3'b000;
            end
            3'b001:   
            begin
                add = 0;
                branch = 0;
                stop = 0;
                memoryWriteEnable = 0;
                registerWriteEnable = 1;
                aluControl = 3'b001;
            end
            3'b010:  
            begin
                add = 1;
                stop = 0;
                branch = 0;
                memoryWriteEnable = 0;
                registerWriteEnable = 1;
                aluControl = 3'b010;
            end
            3'b101:  
            begin
                add = 0;
                stop = 0;
                branch = 1;
                memoryWriteEnable = 0;
                registerWriteEnable = 0;
                aluControl = 3'b101;
            end
            3'b111:  
            begin
                add = 0;
                stop = 1;
                branch = 0;
                memoryWriteEnable = 0;
                registerWriteEnable = 0;
                aluControl = 3'b000;
            end
            default:
            begin
                add = 0;
                stop = 0;
                branch = 0;
                memoryWriteEnable = 0;
                registerWriteEnable = 0;
                aluControl = 3'b000;
            end
         endcase
        end
    end
endmodule
module DataMemory( 
input logic clk,
input logic reset,
input logic writeEnable,
input logic [3:0] writeAddress,
input logic [7:0] writeData,
input logic [3:0] readAddress1,
input logic [3:0] readAddress2,
output logic [7:0] readData1,
output logic [7:0] readData2);
logic [7:0] mem [15:0];
always_ff @(posedge clk)
    begin
    if(reset) begin  
                mem[0] <= 8'b0;
                mem[1] <= 8'b0;
                mem[2] <= 8'b0;
                mem[3] <= 8'b0;
                mem[4] <= 8'b0;
                mem[5] <= 8'b0;
                mem[6] <= 8'b0;
                mem[7] <= 8'b0;
                mem[8] <= 8'b0;
                mem[9] <= 8'b0;
                mem[10] <= 8'b0;
                mem[11] <= 8'b0;
                mem[12] <= 8'b0;
                mem[13] <= 8'b0;
                mem[14] <= 8'b0;
                mem[15] <= 8'b0;          
           end  
    else
        if (writeEnable == 1)
        mem[writeAddress] <= writeData;         
    end
    assign readData1 = mem[readAddress1];
    assign readData2 = mem[readAddress2]; 
endmodule
module Debouncer(input logic clk, input logic button,output logic pulse );
logic [24:0] timer;
typedef enum logic [1:0]{S0,S1,S2,S3} states;
states state, nextState;
logic gotInput;
always_ff@(posedge clk)
    begin    
        state <= nextState;
        if(gotInput)
            timer <= 25000000;
        else
            timer <= timer - 1;
    end
always_comb
    case(state)
        S0: if(button) 
            begin  
                nextState = S1;    
                gotInput = 1;
            end
            else begin nextState = S0; gotInput = 0; end
        S1: begin nextState = S2; gotInput = 0; end
        S2: begin nextState = S3; gotInput = 0; end
        S3: begin if(timer == 0) nextState = S0; else nextState = S3; gotInput = 0; end
        default: begin nextState = S0; gotInput = 0; end
        endcase
assign pulse = ( state == S1 );
endmodule
module InstructionMemory(
input logic [4:0] readAddress, 
output logic [15:0] readData, readData2);
logic [15:0] rom[31:0];  
always_comb  
      begin
        rom[0] = 16'b001_0_0000_00000000;
        rom[1] = 16'b001_0_0000_00010001;
        rom[2] = 16'b001_1_0010_00000000;  
        rom[3] = 16'b001_1_0011_00000000;
        rom[4] = 16'b001_1_0100_00000001;
        rom[5] = 16'b101_0_1001_00100001;
        rom[6] = 16'b010_0_0011_00110000;
        rom[7] = 16'b010_0_0010_00100100;
        rom[8] = 16'b101_0_0101_0000_0000;
        rom[9] = 16'b000_0_0000_0011_0011;
        rom[10] = 16'b000_0_xxxx_0010_0010;
        rom[11] = 16'b000_0_xxxx_0011_0011;
        rom[12] = 16'b010_x_0101_0000_0001;
        rom[13] = 16'b010_x_0110_0001_0010;
        rom[14] = 16'b010_x_0111_0010_0011;
        rom[15] = 16'b010_x_1000_0011_0100;
        rom[16] = 16'b010_x_1000_0000_0001;
        rom[17] = 16'b010_x_1001_0010_0011;
        rom[18] = 16'b010_x_1010_0100_0101;
        rom[19] = 16'b010_x_1011_0110_0111;
        rom[20] = 16'b010_x_1100_1000_1001;
        rom[21] = 16'b010_x_1101_1010_1011;
        rom[22] = 16'b101_xxxxxxxxxxxxx;
        rom[23] = 16'b101_xxxxxxxxxxxxx;
        rom[24] = 16'b101_xxxxxxxxxxxxx; 
        rom[25] = 16'b101_xxxxxxxxxxxxx;
        rom[26] = 16'b101_00110_1000_1101;
        rom[27] = 16'b101_00010_1001_1011;
        rom[28] = 16'b011_xxxxxxxxxxxxx;
        rom[29] = 16'b100_xxxxxxxxxxxxx;
        rom[30] = 16'b101_xxxxxxxxxxxxx;
        rom[31] = 16'b111_xxxxxxxxxxxxx;
    end 
    assign readData = rom[readAddress];
    assign readData2 = rom[readAddress+1];
endmodule
module Multiplexer(
    input logic controlInput,
    input logic [7:0] a, b,
    output logic [7:0] out);
always_comb
    begin
        case (controlInput)
            0: out = a;
            1: out = b;
        endcase
    end
endmodule
module MultiplexerAddress(
    input logic controlInput,
    input logic [3:0] a, b,
    output logic [3:0] out);
always_comb
    begin
        case (controlInput)
            0: out = a;
            1: out = b;
        endcase
    end
endmodule
module MultiplexerBranch(
    input logic controlInput,
    input logic a, b,
    output logic out);
always_comb
    begin
        case (controlInput)
            0: out = a;
            1: out = b;
        endcase
    end
endmodule
module RegisterFile(
input logic clk, 
input logic reset, 
input logic regWriteEnable,  
input logic [3:0] regWriteAddress,  
input logic [7:0] regWriteData,  
input logic [3:0] regReadAddress1,  
input logic [3:0] regReadAddress2,
output logic [7:0] regReadData1,  
output logic [7:0] regReadData2);  
      logic [7:0] regMem[15:0];  
      always_ff@ (posedge clk, posedge reset) begin  
        if(reset) 
            begin  
                regMem[0] <= 8'b0;
                regMem[1] <= 8'b0;
                regMem[2] <= 8'b0;
                regMem[3] <= 8'b0;
                regMem[4] <= 8'b0;
                regMem[5] <= 8'b0;
                regMem[6] <= 8'b0;
                regMem[7] <= 8'b0;
                regMem[8] <= 8'b0;
                regMem[9] <= 8'b0;
                regMem[10] <= 8'b0;
                regMem[11] <= 8'b0;
                regMem[12] <= 8'b0;
                regMem[13] <= 8'b0;
                regMem[14] <= 8'b0;
                regMem[15] <= 8'b0;          
           end  
           else 
            begin  
                if(regWriteEnable == 1) 
                    begin  
                     regMem[regWriteAddress] <= regWriteData;  
                end  
           end 
           end
      assign regReadData1 = regMem[regReadAddress1];  
      assign regReadData2 = regMem[regReadAddress2];  
 endmodule 
module SevenSegmentDisplay(
 input clk, 
 input [3:0] in3, in2, in1, in0,  
 output [6:0]seg, logic dp,  
 output [3:0] an    
 );
localparam N = 18;
logic [N-1:0] count = {N{1'b0}};  
always@ (posedge clk)
	count <= count + 1;
logic [4:0]digit_val;  
logic [3:0]digit_en;   
always@ (*)
 begin
 digit_en = 4'b1111;  
 digit_val = in0;  
  case(count[N-1:N-2])  
   2'b00 :   
    begin
     digit_val = {1'b0, in0};
     digit_en = 4'b1110;
    end
   2'b01:   
    begin
     digit_val = {1'b0, in1};
     digit_en = 4'b1101;
    end
   2'b10:   
    begin
     digit_val = {1'b1, in2};
     digit_en = 4'b1011;
    end
   2'b11:   
    begin
     digit_val = {1'b0, in3};
     digit_en = 4'b0111;
    end
  endcase
 end
logic [6:0] sseg_LEDs; 
always @(*)
 begin 
  sseg_LEDs = 7'b1111111;  
  case( digit_val)
   5'd0 : sseg_LEDs = 7'b1000000;  
   5'd1 : sseg_LEDs = 7'b1111001;  
   5'd2 : sseg_LEDs = 7'b0100100;  
   5'd3 : sseg_LEDs = 7'b0110000;  
   5'd4 : sseg_LEDs = 7'b0011001;  
   5'd5 : sseg_LEDs = 7'b0010010;  
   5'd6 : sseg_LEDs = 7'b0000010;  
   5'd7 : sseg_LEDs = 7'b1111000;  
   5'd8 : sseg_LEDs = 7'b0000000;  
   5'd9 : sseg_LEDs = 7'b0010000;  
   5'd10: sseg_LEDs = 7'b0001000;  
   5'd11: sseg_LEDs = 7'b0000011;  
   5'd12: sseg_LEDs = 7'b1000110;  
   5'd13: sseg_LEDs = 7'b0100001;  
   5'd14: sseg_LEDs = 7'b0000110;  
   5'd15: sseg_LEDs = 7'b0001110;  
   5'd16: sseg_LEDs = 7'b0110111;  
   default : sseg_LEDs = 7'b0111111;  
  endcase
 end
assign an = digit_en;
assign seg = sseg_LEDs; 
assign dp = 1'b1;  
endmodule
module TopDesign
    (
    input logic clk,
    input logic [15:0] swIns,
    input logic [4:0] debouncer,
    output logic [15:0] insLed, 
    output logic [6:0]seg, 
    output logic dp,
    output logic[3:0] an
    );
    logic previous, next, getFromSwitches, getFromMemory, reset; 
    logic branch, stop, add;
    logic [7:0] data1;
    logic [3:0] data2;
    logic registerWriteEnable;
    logic [3:0] writeRegisterAddress;
    logic [7:0] readRegisterData1, readRegisterData2, writeRegisterData; 
    logic [4:0] romMemoryAddress = 5'b00000;
    logic [15:0] instruction;
    logic [15:0] romMemoryInstruction; 
    logic memoryWriteEnable;
    logic [3:0] writeDataAddress;
    logic [3:0] memoryAddress = 4'b0000;
    logic [7:0] readRamData1, readRamData2, writeData;  
    logic [2:0] aluControl;
    logic [7:0] aluResult;
    Debouncer upButton( clk, debouncer[1], reset);
    Debouncer centerButton( clk, debouncer[0], getFromSwitches);
    Debouncer rightButton( clk, debouncer[3], next);
    Debouncer leftButton( clk, debouncer[2], previous);
    Debouncer downButton( clk, debouncer[4], getFromMemory);
    always_ff@(posedge clk, posedge reset) 
    begin
        if (reset)
            begin
            romMemoryAddress <= 5'b00000;
            end
        else begin 
        if (!stop) 
        begin
        instruction <= 16'b1000000000000000;
            if (previous)
                if (memoryAddress == 4'b0000)
                   memoryAddress <= 4'b1111;
                else
                   memoryAddress <= memoryAddress - 1;
            else if (next)
                 if (memoryAddress == 4'b1111)
                     memoryAddress <= 4'b0000;
                 else
                     memoryAddress <= memoryAddress + 1;
             else if (getFromMemory) 
                begin
                instruction <= romMemoryInstruction;  
                if (romMemoryAddress == 5'b11111)
                   romMemoryAddress <= 5'b00000;
                else
                   romMemoryAddress <= romMemoryAddress + 1; 
            end
            else if (getFromSwitches)
                instruction <= swIns;
            else if (branch)
                romMemoryAddress <= instruction[12:8];
        end
        end
    end
    Controller controlUnit( reset, instruction[15:13], stop, add, branchEnable, registerWriteEnable, memoryWriteEnable, aluControl);
    Multiplexer multiplexer1(instruction[12], readRegisterData1, instruction[7:0], writeData);
    Multiplexer multiplexer2(instruction[12], readRamData1, instruction[7:0], data1);
    Multiplexer multiplexer3(add, data1, aluResult, writeRegisterData);
    MultiplexerBranch multiplexer4(branchEnable, 0, aluResult[0], branch);
    MultiplexerAddress multiplexer5(instruction[12], instruction[7:4], instruction[11:8], writeDataAddress);
    MultiplexerAddress multiplexer6(instruction[12], instruction[7:4], instruction[11:8], data2);
    MultiplexerAddress multiplexer7(add, data2, instruction[11:8], writeRegisterAddress);
    DataMemory memory(clk, reset, memoryWriteEnable, writeDataAddress, writeData, instruction[3:0], memoryAddress, readRamData1, readRamData2 );
    InstructionMemory instructions(romMemoryAddress, romMemoryInstruction, insLed);
    ALU alu(readRegisterData1, readRegisterData2, aluControl, aluResult);
    RegisterFile registerFile(clk, reset, registerWriteEnable, writeRegisterAddress, writeRegisterData, instruction[3:0], instruction[7:4], readRegisterData1, readRegisterData2);
    SevenSegmentDisplay sevenSegmentDisplay(clk, memoryAddress, 1, readRamData2[7:4], readRamData2[3:0], seg, dp, an);
endmodule
```
**design/flow/run.sh**
```bash
#!/bin/bash
# OpenROAD 26Q1-2900-gdf79404cd8, Yosys 0.63+post, stock flow scripts
make -C /OpenROAD-flow-scripts/flow DESIGN_CONFIG=/design/flow/config.mk WORK_HOME=/design/flow/orfs finish
```
==> impl_metrics.prom <==
# HELP chip_impl_metric Physical implementation figures
# TYPE chip_impl_metric gauge
chip_impl_metric{name="chip_width",unit="um"} 244
chip_impl_metric{name="area.growth.synth_to_final",unit="%"} 13.1
chip_impl_info{name="grt.busiest_layer",value="met2"} 1
chip_impl_metric{name="worst_ir_drop_vdd",unit="V"} 0.000256
chip_impl_metric{name="chip_area_yosys",unit="um2"} 23400
chip_impl_info{name="critPathLaunchType",value="register"} 1
chip_impl_metric{name="clk_pin_slew_worst_paths",unit="ps"} 60
chip_impl_metric{name="async_flop_share",unit="%"} 30.1
chip_impl_metric{name="drc_markers",unit=""} 0
chip_impl_metric{name="clock_latency",unit="ps"} 610
chip_impl_metric{name="drtAntennaViolNets",unit=""} 0
chip_impl_info{name="critical_path.endpoint_type",value="primary output"} 1
chip_impl_metric{name="worstRegToRegCells",unit=""} 11
chip_impl_metric{name="mux_cell_area_share_after_synthesis",unit="%"} 21.9
chip_impl_info{name="synth.area.top_cells",value="edfxtp_1 (19%), dfrtp_1 (14%), dfxtp_1 (14%)"} 1
chip_impl_info{name="worstHoldPathType",value="reg -> reg"} 1
chip_impl_metric{name="power_per_cell_area",unit="nW/um2"} 325
chip_impl_metric{name="fmax",unit="MHz"} 220
chip_impl_info{name="cts_root_buffer",value="clkbuf_16"} 1
chip_impl_metric{name="global_route.usage.met3",unit="%"} 9.11
chip_impl_metric{name="grt_remaining_overflow",unit=""} 0
chip_impl_metric{name="ys_seq_elements",unit=""} 442
chip_impl_metric{name="period_used_share",unit="%"} 96.7
chip_impl_metric{name="clock_path_buffers",unit=""} 3
chip_impl_metric{name="fin_total_pwr",unit="uW"} 8610
chip_impl_metric{name="global_route.usage.met2",unit="%"} 30.4
chip_impl_metric{name="clock_sink_count",unit=""} 442
chip_impl_info{name="critPathKind",value="reg -> out"} 1
chip_impl_metric{name="floorplan.initialDensity",unit="%"} 40.5
chip_impl_metric{name="die_area",unit="um2"} 59600
chip_impl_metric{name="cts_inserted_buffers",unit=""} 50
chip_impl_metric{name="die_h",unit="um"} 244
chip_impl_metric{name="and_or_nand_nor_cells_area_fraction",unit="%"} 14.4
chip_impl_metric{name="hold_viol",unit=""} 0
chip_impl_metric{name="avgRoutedWirePerCell",unit="um"} 20.1
chip_impl_metric{name="syn_area",unit="um2"} 23400
chip_impl_metric{name="worst_slew_pin_slew",unit="ps"} 1000
chip_impl_metric{name="reg2reg_slack",unit="ps"} 380
chip_impl_metric{name="netlist-cell-type-count",unit=""} 94
chip_impl_metric{name="synth.yosys.warnings",unit=""} 0
chip_impl_metric{name="yosys.area.top_type_share",unit="%"} 19.0
chip_impl_metric{name="grt_first_pass_wirelength",unit="mm"} 90.9
chip_impl_info{name="holdPathEnd",value="sevenSegmentDisplay.count[0]"} 1
chip_impl_metric{name="detail_route.wirelength",unit="mm"} 57.2
chip_impl_metric{name="place.detailed.hpwl",unit="mm"} 38.5
chip_impl_metric{name="count_of_instantiated_cells_in_the_yosys_netlist",unit=""} 1995
chip_impl_metric{name="placed_cells",unit=""} 2745
chip_impl_metric{name="synth_xor_xnor_area_share",unit="%"} 4.26
chip_impl_metric{name="via_density_per_instance",unit=""} 5.60
chip_impl_info{name="synth.most_common_cell",value="nor2_1"} 1
chip_impl_metric{name="cp_data_arrival_time",unit="ps"} 3600
chip_impl_metric{name="num_io_pins",unit=""} 50
chip_impl_metric{name="num_antenna_cells",unit=""} 0
chip_impl_info{name="timing.hold.worst.start",value="sevenSegmentDisplay.count[0]"} 1
chip_impl_metric{name="grt_util_met1",unit="%"} 29.1
chip_impl_metric{name="synthAdderAreaFrac",unit="%"} 2.01
chip_impl_metric{name="drt_iter0_drc",unit=""} 1000
chip_impl_metric{name="drive_above_1_share",unit="%"} 21.8
chip_impl_metric{name="grt_pass1_vias",unit=""} 15950
chip_impl_metric{name="whs_path_depth",unit=""} 1
chip_impl_info{name="yosys-top-cells-count",value="nor2_1 (269), nand2_1 (187), dfxtp_1 (161)"} 1
chip_impl_metric{name="maximum_number_of_pins_on_one_net_before_global_route_repair",unit=""} 62
chip_impl_metric{name="netlist_instances",unit=""} 1995
chip_impl_metric{name="gp_congestion",unit=""} 0.962
chip_impl_metric{name="report.final.setup_viol",unit=""} 0
chip_impl_info{name="top_logic_kind",value="multiplexers"} 1
chip_impl_metric{name="synth.avg_cell_area",unit="um2"} 11.7
chip_impl_metric{name="edf_count",unit=""} 148
chip_impl_metric{name="final_period_minus_worst_setup_slack",unit="ps"} 4540
chip_impl_info{name="status",value="finished clean"} 1
chip_impl_metric{name="drt-pass1-iter-count",unit=""} 5
chip_impl_info{name="cts_tree",value="done"} 1
chip_impl_metric{name="placement.io_buffers",unit=""} 48
chip_impl_metric{name="grtUsageTotal",unit="%"} 20.6
chip_impl_metric{name="setup_slack",unit="ps"} 155
chip_impl_metric{name="pre_cts_ws",unit="ps"} 221
chip_impl_info{name="netlist.top_cell.by_area",value="edfxtp_1"} 1
chip_impl_metric{name="worst-path-max-fanout",unit=""} 8
chip_impl_metric{name="fin_worst_skew",unit="ps"} 28.4
chip_impl_metric{name="via_count_of_the_routed_design",unit=""} 15961
chip_impl_metric{name="compound_area_share",unit="%"} 7.02
chip_impl_info{name="rsz_0062_raised_after_global_routing",value="false"} 1
chip_impl_info{name="r2r-start",value="instruction[0]"} 1
chip_impl_metric{name="rows",unit=""} 88
chip_impl_metric{name="part_of_the_yosys_area_used_for_sequential_elements",unit="%"} 46.9
chip_impl_metric{name="initial_antenna_violation_count",unit=""} 0
chip_impl_metric{name="non_filler_instances",unit=""} 2851
chip_impl_metric{name="timing.max_slew.rel_slack",unit="%"} 32.7
chip_impl_info{name="top_reg_cell_synth",value="dfxtp_1"} 1
chip_impl_metric{name="final.setup.tns",unit="ps"} 0
chip_impl_metric{name="power_leakage",unit="uW"} 0.00992
chip_impl_metric{name="core_region_area",unit="um2"} 57800
chip_impl_metric{name="clock_tree.htree_level_count",unit=""} 2
chip_impl_metric{name="worst_ep_required_time",unit="ps"} 3760
chip_impl_metric{name="tally_of_max_capacitance_violations",unit=""} 0
chip_impl_metric{name="warnings",unit=""} 42
chip_impl_metric{name="slew_viols_final",unit=""} 0
chip_impl_info{name="critical_path.reg2reg.endpoint",value="registerFile.regMem[126]"} 1
-- layout by cell type (no fill, tap or decap), types with 8 or more instances in the layout --
cell | netlist | final
a21oi_1 | 61 | 61
a31oi_1 | 8 | 8
and2_1 | 14 | 14
and3_1 | 12 | 12
buf_4 | 13 | 50
clkbuf_16 | 0 | 51
clkdlybuf4s50_1 | 0 | 48
clkinv_2 | 0 | 11
dfrtp_1 | 133 | 133
dfxtp_1 | 161 | 157
edfxtp_1 | 148 | 148
ha_1 | 36 | 35
inv_1 | 40 | 40
mux2_2 | 125 | 125
mux2i_1 | 27 | 27
mux4_1 | 18 | 18
mux4_2 | 129 | 129
nand2_1 | 187 | 187
nand2b_1 | 20 | 20
nand3_1 | 49 | 49
nand3b_1 | 9 | 9
nand4_1 | 10 | 10
nor2_1 | 269 | 269
nor2b_1 | 14 | 14
nor3_1 | 47 | 46
nor4_1 | 17 | 17
o21ai_0 | 41 | 40
o21ai_1 | 10 | 11
o31ai_1 | 13 | 13
o31ai_2 | 10 | 10
or3_1 | 31 | 31
or4_1 | 14 | 14
xnor2_1 | 81 | 81
xor2_1 | 31 | 31
-- repair_timing --
item	in CTS	in global routing
pin swaps	0	1
gates resized	8	7
hold buffers	0	0
buffers inserted	3	10
setup endpoints to repair	7	20
-- per-stage QoR --
stage	hold WS (ps)	util, %	cell area (um2)
2_1_floorplan	402	-	23400
3_3_place_gp	420	42.6	24600
3_5_place_dp	428	42.6	24600
4_1_cts	443	45.6	26400
5_1_grt	467	45.8	26500
6_report	438	45.8	26500
-- metal layers --
layer	vias up	routed length [um]
li1	7480	-
met1	7706	23700
met2	661	25800
met3	114	6020
met4	0	1750
met5	-	0
-- logic make-up (layout without fill, tap and decap cells) --
family,Yosys count,in the layout
compound gates,225,225
fa+ha+maj,37,37
flops,442,442
buf+inv,150,241
other cells,1,1
simple gates,724,724
xor+xnor,113,113
mux,303,303
-- power by group --
part	internal (uW)	switching, uW
Sequential	4000	59.6
Combinational	268	283
Clock	2390	1610
Total	6660	1960
-- registers in the layout, summed over array words and instances, names as in the netlist, named ones only --
register and flops:
downButton.timer 25, memory.mem 128, registerFile.regMem 128, downButton.state 2, sevenSegmentDisplay.count 18, centerButton.state 2
upButton.timer 25, instruction 16, leftButton.state 2, upButton.state 2, leftButton.timer 25, rightButton.timer 25
memoryAddress 4, romMemoryAddress 5, rightButton.state 2, centerButton.timer 25
-- worst max path at each step --
stage,from,endpoint,depth (start not counted)
finish,register,seg[5],13
CTS,register,seg[3],11
global route,register,seg[3],13
-- worst max-delay path, stage by stage (launching register included) --
cell	delay [ps]
dfxtp_4	390
buf_12	150
buf_6	130
mux4_2	490
mux2i_1	150
nor2_1	70
a211oi_2	200
buf_4	180
inv_1	80
ha_1	260
inv_1	70
mux2i_1	60
a221o_1	350
clkdlybuf4s50_1	400
-- layout make-up --
cell class	instances	area, um2
inverter	45	189
tap	765	957
clock inverter	28	312
timing repair buffer	103	947
multi-input combinational	1403	11700
fill	5031	31300
clock buffer	65	1400
sequential	442	11000
Power and IR drop assume default switching activity.
